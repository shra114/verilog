### design/flow/design.v
package top_pkg;
  typedef enum logic [3:0] {
    ST_IDLE    = 4'h1,
    ST_1       = 4'h2,
    ST_10      = 4'h4,
    ST_101     = 4'h8
  } fsm_state_t;
endpackage
module dff #(parameter FLOP_WIDTH = 32)(
  input                       clk,
  input                       rst_n, 
  input                       en,
  input      [FLOP_WIDTH-1:0]  d,
  output reg [FLOP_WIDTH-1:0]  q
);
always @ (posedge clk) begin
  if (~rst_n) begin
    q <= {FLOP_WIDTH{1'b0}};
  end
  else if (en)begin
    q <= d;
  end
end
endmodule 
module mux #(
  parameter SEL_WIDTH = 4,
  parameter IN_WIDTH = 32)
  (
  input  [SEL_WIDTH-1:0]  sel,
  input  [IN_WIDTH-1:0]   in0,
  input  [IN_WIDTH-1:0]   in1,
  input  [IN_WIDTH-1:0]   in2,
  input  [IN_WIDTH-1:0]   in3,
  input  [IN_WIDTH-1:0]   in4,
  input  [IN_WIDTH-1:0]   in5,
  input  [IN_WIDTH-1:0]   in6,
  input  [IN_WIDTH-1:0]   in7,
  input  [IN_WIDTH-1:0]   in8,
  input  [IN_WIDTH-1:0]   in9,
  input  [IN_WIDTH-1:0]   in10,
  input  [IN_WIDTH-1:0]   in11,
  input  [IN_WIDTH-1:0]   in12,
  input  [IN_WIDTH-1:0]   in13,
  input  [IN_WIDTH-1:0]   in14,
  input  [IN_WIDTH-1:0]   in15,
  output [IN_WIDTH-1:0]   out
);
reg [IN_WIDTH-1:0] out_reg;
assign out = out_reg;
always @(*) begin
  out_reg = in0;
end
endmodule 
module decoder #(
  parameter IN_WIDTH = 4,
  parameter OUT_WIDTH = 1 << IN_WIDTH 
)
(
  input                    clk,
  input                    rst_n, 
  input                    en,
  input  [IN_WIDTH-1:0]    in,
  output [OUT_WIDTH-1:0]   out
);
  reg [OUT_WIDTH-1:0]      out_reg;
integer i;
always @(in) begin
  for (i = 0; i < OUT_WIDTH; i++) begin
    out_reg[i] = (in == i);
  end
end
assign out = en ? out_reg : {OUT_WIDTH{1'b0}};
endmodule 
module reg_file #(
  parameter REG_WIDTH = 32,
  parameter ADDR_WIDTH = 4,
  parameter REG_NUM = 1 << ADDR_WIDTH
)
(
  input                    clk,
  input                    rst_n, 
  input                    read_en,
  input                    write_en,
  input  [ADDR_WIDTH-1:0]  addr,
  input  [REG_WIDTH-1:0]   wr_data,
  output                   rd_data_val,
  output [REG_WIDTH-1:0]   rd_data
);
  reg [REG_WIDTH-1:0]      addr_p1;
  reg                      read_en_p1;
  wire [REG_NUM-1:0]       dff_wr_en;
  wire [REG_NUM-1:0]       reg_data_p0 [REG_WIDTH-1:0];
  wire [REG_WIDTH-1:0]     rd_data_p1 ;
assign rd_data     = read_en_p1 ? rd_data_p1 : {REG_WIDTH{1'b0}};
assign rd_data_val = read_en_p1;
always @ (posedge clk) begin
  if (~rst_n) begin
    addr_p1    <= {REG_WIDTH{1'b0}};
	  read_en_p1 <= 1'b0;
  end
  else begin
    addr_p1    <= addr;
    read_en_p1 <= read_en;
  end
end
decoder #(.IN_WIDTH(ADDR_WIDTH), .OUT_WIDTH(REG_NUM)) 
            wr_addr_dec (.clk   (clk),
                         .rst_n (rst_n),
		                 .en    (write_en),
		                 .in    (addr),
		                 .out   (dff_wr_en));
genvar i;
generate
  for (i =0; i < REG_NUM; i = i+1) begin
    dff #(.FLOP_WIDTH(REG_WIDTH)) reg_dff (
      .clk    (clk), 
      .rst_n  (rst_n), 
      .en     (dff_wr_en[i]), 
      .d      (wr_data), 
      .q      (reg_data_p0[i])
      );
  end
endgenerate
mux #(.SEL_WIDTH(ADDR_WIDTH), .IN_WIDTH(REG_NUM))
       rd_mux (.sel(addr_p1), 
	           .in0(reg_data_p0[0]), 
			   .in1(reg_data_p0[1]), 
	           .in2(reg_data_p0[2]), 
	           .in3(reg_data_p0[3]), 
	           .in4(reg_data_p0[4]), 
	           .in5(reg_data_p0[5]), 
	           .in6(reg_data_p0[6]), 
	           .in7(reg_data_p0[7]), 
	           .in8(reg_data_p0[8]), 
	           .in9(reg_data_p0[9]), 
	           .in10(reg_data_p0[10]), 
	           .in11(reg_data_p0[11]), 
	           .in12(reg_data_p0[12]), 
	           .in13(reg_data_p0[13]), 
	           .in14(reg_data_p0[14]), 
	           .in15(reg_data_p0[15]), 
			   .out(rd_data_p1));
endmodule
### design/flow/run.sh
#!/bin/bash
# OpenROAD 26Q1-2900-gdf79404cd8, Yosys 0.63+post, stock flow scripts
make -C /OpenROAD-flow-scripts/flow DESIGN_CONFIG=/design/flow/config.mk WORK_HOME=/design/flow/orfs finish
### design/flow/config.mk
export PLATFORM = sky130hd
export DESIGN_NAME = reg_file
export DESIGN_NICKNAME = reg_file
export VERILOG_FILES = /design/flow/design.v
export SDC_FILE = /design/flow/constraint.sdc
export NUM_CORES = 4
export LEC_CHECK = 1
export CORE_AREA = 10 10 85 85
export DIE_AREA = 0 0 95 95
export SYNTH_HDL_FRONTEND = slang
### design/flow/constraint.sdc
current_design reg_file

set clk_period 3.2
set clk_io_pct 0.2

create_clock -name clk0 -period $clk_period [get_ports {clk}]

set non_clock_inputs [all_inputs -no_clocks]
set_input_delay [expr $clk_period * $clk_io_pct] -clock clk0 $non_clock_inputs
set_output_delay [expr $clk_period * $clk_io_pct] -clock clk0 [all_outputs]
==> out/writeup.txt <==
The clock tree root driver cell is clkbuf_8. Entering global routing, the biggest net connects 19 pins. The chip height is 95 µm. Combinational logic is responsible for 11.4% of the overall power.

Synthesis handed over a netlist of 108 instances. The power report attributes to the sequential group a share of 50.7%. The total negative slack for setup checks is 0 ns, and the initial antenna violation count is 0.

The CTS report gives the tree buffer count as 3. The chip occupies 9025 µm². For the clock tree skew after final layout, the log shows 0 ns.

With the power per standard cell area at 319.8 nW/µm², the part of the Yosys area used for sequential elements is 37.26%. Per the log, the first TritonRoute iteration ended with a DRC count of 21. The congestion estimate from routability-driven global placement came to 0.7096. In the routed netlist, the antenna diode instances number 0. The run gives 38.0% as the clock share of power. The final power report lists total power as 0.0004317 W. The detailed-route vias per instance is 3.427.

The run finished with clean final reports. For the worst setup path, the data required time is 2.56 ns. The script extracted a total leakage power of 0.5044 nW. With the number of logged tool warnings at 41, the number of global-route vias before repair is 765.

The maximum vdd drop came out at 0.0002278 V. The min-delay analysis places its worst path in the category reg2reg. The highest achievable clock rate was 446.7 MHz; the slew at the pin closest to its max-slew limit was 0.5506 ns. The synthesized netlist contains 10 unique library cells. The run gives 1 as the H-tree depth. Counting pins that exceed their max-slew limit in the final report gives 0. The worst setup path category was reg2out. The skew report gives the latency at the later pin of the worst-skew pair as 0.25 ns. After clock tree synthesis, the setup repair step added 0 buffers. The pre-antenna-repair detailed-routing pass consisted of 5 iterations. With the number of cells traversed by the worst hold path at 2, the wire length of the first global-routing pass is 3.933 mm.

The CTS log lists the clock sinks for this run as 17. The tools report the overall via count from detail_route as 747. Counting the fill cells in the layout gives 606.

Share of the clock period used by the worst path after layout: 69.95%. I/O pin count: 73. Of the cells placed in the final design, the portion with a size suffix greater than 1 is 3.425%.

Yosys reports a chip area of 913.4 µm². The tally of yosys warning messages came out at 0. The final routed wire length divided by cell count works out to 11.24 µm. Global routing used 5.489% of the available tracks across all layers. The run gives 1.883 mm for the sum of net half-perimeters after detailed placement. The power report shows net switching accounting for 22.16% of the total.

The worst register-to-register path depth is 2. The tool flagged a number of max-cap violations equal to 0. In this run the horizontal extent of the chip is 95 µm. TritonCTS built the clock tree. Before any placement, the netlist area is recorded as 913.4 µm². Between the synthesized netlist and the finished layout, the area growth was recorded as 47.81%. End of the worst register-to-register path: genblk1[0].reg_dff.q[8]$_SDFFE_PN0P_.

The core area is 5473 µm². The startpoint of the most critical hold path was genblk1[0].reg_dff.q[10]$_SDFFE_PN0P_. In this run, synthesis produced a sequential element count of 17. The detailed router reported a total wirelength of 2.450 mm. DRC violations left: 0. The clock transition time at the flip-flop clock pins of the worst setup and hold paths is 0.07 ns, and the clock period minus final worst setup slack is 2.239 ns. After synthesis, the design contains 108 cells according to Yosys. The number of hold buffers added after CTS was 0; the initial standard-cell utilization of the core was 16.69%.

The global route stage reports its total congestion overflow as 0. The internal power of the cells totals 0.0003360 W. During placement, the flow inserted port buffers numbering 40. The sequential cells in the finished layout cover a total of 340.3 µm². The critical path maximum fanout is 17. Counting endpoints that fail hold in the final report gives 0. The worst setup path is captured at a primary output. The run gives 2.63 ns for the slack of the worst reg-to-reg path. The post-cts gate resize count is 0. The initialized floorplan defines 27 standard-cell rows. Dividing the synthesized area by the synthesized cell count gives 8.457 µm². In the final layout, the multi-input gates occupy 459.2 µm². The tools report the endpoint of the worst hold-timing path as genblk1[0].reg_dff.q[10]$_SDFFE_PN0P_. Setup repair after global routing left no endpoint under its margin.

The net switching power in the latest report is 0.00009567 W. The logs give 0 for the number of routed nets with antenna violations and 0 for the final count of negative-setup-slack endpoints. The worst relative slew slack was 63.24%. The launch point of the worst register-to-register path is recorded as genblk1[0].reg_dff.q[8]$_SDFFE_PN0P_. The run gives 2 as the number of buffers between clock root and the deepest sink. Data on the critical path arrives at its endpoint at 1.60 ns. STA classifies the critical path startpoint as a register.
-- power groups by stage --
stage	clock network (W)	registers (W)	logic (W)
after CTS	0.000178	0.000219	0.0000511
after global routing	0.000188	0.000220	0.0000554
final	0.000164	0.000219	0.0000491
-- stage by stage --
stage	hold slack, ns	instances	utilization (%)	worst slack (ns)	instance area [µm²]
floorplan	0.4301	123	-	1.681	969.7
finish	0.4522	218	24.67	0.9615	1350
global placement	0.4380	214	23.85	1.087	1305
detailed placement	0.4431	214	23.85	1.064	1305
global route	0.4749	218	24.67	0.7996	1350
CTS	0.4573	218	24.67	0.8813	1350
-- worst max-delay path, cell delays in order (launching register included) --
cell and delay (ns):
dfxtp_1 0.67, and2_1 0.21, clkdlybuf4s50_1 0.47
-- flip-flops by register name, indices dropped and copies added, names as in the netlist --
| signal | flops |
|---|---|
| genblk1.reg_dff.q | 16 |
| rd_data_val | 1 |
-- area by class of cell --
type / instances / share of cell area (%)
timing repair buffer: 42 / 30.77
multi-input combinational: 83 / 34.01
clock buffer: 4 / 3.336
tap: 72 / 6.673
sequential: 17 / 25.21
-- cell usage after synthesis --
library cell,instances,area share [%]
nand2_1,32,13
and2_1,18,12
buf_6,1,1.2
mux2i_1,16,18
conb_1,1,0.41
nor4_1,1,0.69
buf_12,1,2.2
dfxtp_1,17,37
clkbuf_1,5,2.1
buf_4,16,13
-- how the worst max path moves through the flow --
| stage | startpoint | to | cells after the start |
|---|---|---|---|
| after CTS | rd_data_val$_SDFF_PN0_ | rd_data[2] | 2 |
| after global routing | rd_data_val$_SDFF_PN0_ | rd_data[9] | 2 |
| final | rd_data_val$_SDFF_PN0_ | rd_data[2] | 2 |
-- routing by layer --
layer | up-vias | GRT usage (%) | wire length, µm
li1 | 378 | - | -
met1 | 340 | 6.470 | 1035
met2 | 29 | 9.439 | 1186
met3 | 0 | 2.564 | 227
met4 | 0 | 0.1247 | 0
met5 | - | 0 | 0
-- cell usage in the layout, fill, tap and decap left out, drive strengths merged --
cell / n
dfxtp: 17
clkbuf: 4
and2: 18
clkdlybuf4s50: 40
mux2i: 16
buf: 2
nor4: 1
nand2: 32
conb: 16
-- kinds of logic after synthesis --
logic type             Yosys count  share of synthesized area, %
and+or+nand+nor                 51                         26.17
buffers and inverters           23                         18.63
DFF                             17                         37.26
muxes                           16                         17.53
other                            1                        0.4106
Power figures rest on the tool's default switching activity, not on a simulated workload.
